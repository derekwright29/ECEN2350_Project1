$ cat design/flow/run.sh
#!/bin/bash
# OpenROAD 26Q1-2900-gdf79404cd8, Yosys 0.63+post, stock flow scripts
make -C /OpenROAD-flow-scripts/flow DESIGN_CONFIG=/design/flow/config.mk WORK_HOME=/design/flow/orfs finish
$ cat design/flow/config.mk
export PLATFORM = sky130hd
export DESIGN_NAME = clock_div
export DESIGN_NICKNAME = clock_div
export VERILOG_FILES = /design/flow/design.v
export SDC_FILE = /design/flow/constraint.sdc
export NUM_CORES = 4
export LEC_CHECK = 1
export CORE_AREA = 10 10 79 79
export DIE_AREA = 0 0 89 89
$ cat design/flow/constraint.sdc
current_design clock_div

set clk_period 4.4
set clk_io_pct 0.2

create_clock -name clk0 -period $clk_period [get_ports {clk}]

set non_clock_inputs [all_inputs -no_clocks]
set_input_delay [expr $clk_period * $clk_io_pct] -clock clk0 $non_clock_inputs
set_output_delay [expr $clk_period * $clk_io_pct] -clock clk0 [all_outputs]
$ cat design/flow/design.v
module magic(clk,led_reg);
   input clk;
   output  reg [11:0] led_reg;
   reg 	     dir;
	initial
	begin
		led_reg = 96;
	end
   always @(posedge clk)
   begin
      if(dir)
		begin
			if(led_reg[0])
				dir = ~dir;
			else
				led_reg = led_reg >> 1;
		end
		else
		begin
			if(led_reg[11])
				dir = ~dir;
			else
				led_reg = led_reg << 1;
		end
   end
endmodule  
module clock_div(clk, new_clk);
   parameter n = 1000000;
   input clk;
   output reg new_clk;
   reg [19:0] count;
   always @(posedge clk)
   begin
      if (count == n)
		begin
			count = 0;
			new_clk = ~new_clk;
		end
		else
			count = count + 1;
   end
endmodule
==> flow_summary.yaml <==
# synthesis and place-and-route metrics
sta:
  slew_headroom_pct: 60.8
  clock_skew_ns: 0.00219
  worstMarginPinSlew_ns: 0.583
  max_freq_mhz: 509
  setup_tns_ns: 0
  rsz0062_at_grt: "false"
  finalHoldViolCount: 0
  whs_ns: 0.501
  period_used_pct: 44.7
  fin_crit_ns: 1.96
  drv_slew: 0
  setup_viol: 0
critical_path:
  worst-path-buf-inv: 0
  worst_r2r_startpoint: "count[9]"
  slowest_stage: "nor4_4"
  endpoint: "new_clk"
  path_cells: "nor4b_1 > nand4_1 > nor4_4"
  crit_path_start_kind: "flop"
  required_ns: 4.29
  worstPathArrival_ns: 1.85
  worst-setup-path-type: "reg2reg"
  crit_start: "count[9]"
  r2r-end: "new_clk"
  regToRegSetupSlack_ns: 2.44
  max_stage_delay_ns: 0.62
  reg2reg_depth: 3
  worst_setup_path_end_kind: "flop"
  crit_fanout: 10
  cp_top_family: "simple AND/OR/NAND/NOR gates"
  worst-path-stages: 3
finish:
  fin_util_pct: 22.6
  final_cell_mix: "dfxtp_1, xnor2_1, nor2_1, inv_1, nand3_1"
  final_layout_top_logic_cell: "dfxtp_1"
  drive_gt1_share_pct: 7.92
  fill_cells: 477
  final_area_mm2: 0.00105
  synthToLayoutAreaGrowth_pct: 12.6
global_routing:
  grt_max_degree: 12
  grt_overflow_total: 0
  grt_pass1_wl_um: 2570
  grt_usage_pct: 3.81
  antenna_found_initial: 0
  first_global_vias: 589
synth:
  synthMuxAreaShare_pct: 1.07
  yosysChipArea_um2: 935
  avgSynthCellArea_um2: 9.64
  synthXorXnorAreaFrac_pct: 14.1
  synth-adder-area-share_pct: 2.68
  synth_area_um2: 935
  yosysTopAreaCell: "dfxtp_1"
  synth_flop_count: 21
  synth_top_area_share_pct: 42.8
  ys_sh_simple_pct: 30.1
  yosys_cells: 97
  synth-compound-area-share_pct: 2.68
  top_logic_kind: "simple AND/OR/NAND/NOR gates"
  postSynthSeqShare_pct: 46.1
  synthDistinctLibCells: 26
  ys_warn_count: 1
  area_leaders: "dfxtp_1, xnor2_1, nor2_1, nand3_1, nand4_1"
  netlist_instances: 97
power:
  powerDensity_mw_per_mm2: 294
  ir_drop_mv: 0.0822
  p_leak_nw: 0.350
clock_network:
  htree_levels: 1
  clk_pin_slew_ns: 0.07
  cts_tree: "yes"
  root_buffer: "clkbuf_8"
  clkLatencyLatePin_ns: 0.25
  cts_max_path_buffers: 2
  post_cts_resized: 0
  hold_buffers: 0
  clock_sinks: 21
  post-cts-setup-buffer-count: 0
  numCtsBuffers: 3
routing:
  wirelength_um: 1480
  drc_errors: 0
  antenna_left: 0
  drt_iter0_markers: 72
  vias: 666
  wl_per_cell_um: 9.56
  viasPerCell: 4.30
  num_antenna_cells: 0
  first_pass_iters: 4
placed_design:
  io_buffer_count: 1
  placed_area_mm2: 0.00101
  gp_congestion: 0.813
  hpwlAfterDp_um: 1110
die:
  num_rows: 25
  io_pins: 2
  initial_core_util_pct: 20.1
  core-area_mm2: 0.00466
  fp.dieH_um: 89
  fp.dieW_um: 89
  chipArea_mm2: 0.00792
min_path:
  min_path_type: "reg2reg"
  whs_path_depth: 2
run:
  warnings: 26
  drv_cap: 0
outcome:
  outcome: "finished, final reports clean"
[cells in the mapped netlist]
| cell | instances |
|---|---|
| dfxtp_1 | 20 |
| nor2_1 | 12 |
| xnor2_1 | 12 |
| inv_1 | 7 |
| nand3_1 | 7 |
| nand4_1 | 5 |
| nor4_1 | 4 |
| a21oi_1 | 3 |
| nand2_1 | 3 |
| nor3_1 | 3 |
| xor2_1 | 3 |
| ha_1 | 2 |
| o21ai_0 | 2 |
| or3_1 | 2 |
| buf_2 | 1 |
| edfxtp_1 | 1 |
| mux2i_1 | 1 |
| nand4_2 | 1 |
| nand4_4 | 1 |
| nand4bb_1 | 1 |
| nor2b_1 | 1 |
| nor4_4 | 1 |
| nor4b_1 | 1 |
| or2_2 | 1 |
| or4_1 | 1 |
| or4_4 | 1 |
[flip-flops by register name (all words and copies together), names as in the netlist]
name	flops
count	20
new_clk	1
[kinds of logic after synthesis]
| family | after synthesis |
|---|---|
| compound gates | 5 |
| xor+xnor | 15 |
| fa+ha+maj | 2 |
| buf+inv | 8 |
| flops | 21 |
| mux | 1 |
| simple gates | 45 |
[power breakdown]
group / total, mW / internal, mW / switching (mW)
logic: 0.000000155 / 0 / 0
clock network: 0.119 / 0.0642 / 0.0544
registers: 0.191 / 0.191 / 0
total: 0.310 / 0.255 / 0.0544
[worst register-to-register path: cells and delay by family (launching register included)]
kind             cells  cell delay [ns]
AND/OR/NAND/NOR      3             1.16
flip-flops           1             0.44
[worst min-delay path by stage]
stage | startpoint | to | slack, ns
after CTS | count[17] | count[17] | 0.51
final | count[19] | count[19] | 0.50
after global routing | count[15] | count[15] | 0.53
[layout make-up]
cell class	count	area [um2]	area share, %
Multi-Input combinational cell	68	473	44.9
Sequential cell	21	430	40.9
Tap cell	54	67.6	6.42
Clock buffer	4	45.0	4.28
Inverter	7	26.3	2.50
Timing Repair Buffer	1	10.0	0.951
[routing by layer]
layer  track usage (%)  part of all wire (%)  vias up
met5                 0                     0        -
met4              1.01                     0        0
met3             0.184                   1.3        0
met2              5.59                    45        7
met1              5.94                    54      308
li1                  -                     -      351
[through the flow]
step	worst slack (ns)	std cells	power (mW)
after floorplan	2.72	97	0.196
after global placement	2.43	151	0.196
after detailed placement	2.45	151	0.196
after CTS	2.42	155	0.315
after global routing	2.27	155	0.327
final	2.44	155	0.310
Power is estimated from default activity; no workload was simulated.
