## /design/flow/design.v

```verilog
module SevenSeg (x, leds,off);
	input [3:0] x;
	input off;
	output reg [6:0] leds;
	always @(x,off)
	begin
		if(off)
			leds = 7'b1111111;
		else 
		begin
			case(x)
				0: leds <= 7'b1000000;
				1: leds <= 7'b1111001;
				2: leds <= 7'b0100100; 
				3: leds <= 7'b0110000;
				4: leds <= 7'b0011001;
				5: leds <= 7'b0010010;
				6: leds <= 7'b0000010;
				7: leds <= 7'b1111000;
				8: leds <= 7'b0000000;
				9: leds <= 7'b0010000;
			  10: leds <= 7'b0001000;
			  11: leds <= 7'b0000011;
			  12: leds <= 7'b1000110;
			  13: leds <= 7'b0100001;
			  14: leds <= 7'b0000110;
			  15: leds <= 7'b0001110;
			endcase 
		end
	end
endmodule 
```

## /design/flow/run.sh

```bash
#!/bin/bash
# OpenROAD 26Q1-2900-gdf79404cd8, Yosys 0.63+post, stock flow scripts
make -C /OpenROAD-flow-scripts/flow DESIGN_CONFIG=/design/flow/config.mk WORK_HOME=/design/flow/orfs finish
```

## /design/flow/config.mk

```make
export PLATFORM = sky130hd
export DESIGN_NAME = SevenSeg
export DESIGN_NICKNAME = SevenSeg
export VERILOG_FILES = /design/flow/design.v
export SDC_FILE = /design/flow/constraint.sdc
export NUM_CORES = 4
export LEC_CHECK = 1
export CORE_AREA = 10 10 70 70
export DIE_AREA = 0 0 80 80
```

## /design/flow/constraint.sdc

```tcl
current_design SevenSeg

set clk_period 1.3
set clk_io_pct 0.2

create_clock -name clk0 -period $clk_period

set non_clock_inputs [all_inputs -no_clocks]
set_input_delay [expr $clk_period * $clk_io_pct] -clock clk0 $non_clock_inputs
set_output_delay [expr $clk_period * $clk_io_pct] -clock clk0 [all_outputs]
```

==> results.yml <==
# implementation run metrics
power:
  p_comb_frac: 1.000
  netSwitchingFraction: 0.415
  internal_power_mw: 0.0975
  p_leak_nw: 0.260
  power.density_nw_per_um2: 269
  p_switching_mw: 0.0691
  seqPwrFrac: 0
  power_frac_clock: 0
  ir_drop_uv: 107
final_layout:
  lay_top_cells: "8 x buf_2, 7 x buf_4, 5 x ha_4"
  ff_count: 0
  fill_cells: 390
  syn_to_final_growth_pct: 107
  layout_top_cell: "buf_2"
  clkbuf_count: 0
  drive_gt1_frac: 0.607
  stdcell_count: 102
  comb_area_sq_um: 340
  final_area_sq_um: 619
  flop_area_sq_um: 0
sta:
  slew-limit-headroom: 0.882
  setup_ws_ps: -189
  period_used_share: 1.15
  final_max_slew_viol_count: 0
  worst_slew_pin_slew_ps: 175
  timing.fmax_mhz: 672
  finalSetupViolCount: 6
  final_hold_viol_count: 0
  min_period_ps: 1490
  rsz0062_at_grt: "yes"
critical_path:
  cp-start-kind: "input port"
  critPathKind: "input port to primary output"
  cp.required_ps: 1040
  cp_max_fo: 4
  cp-end-kind: "primary output"
  worstPathArrival_ps: 1230
synth:
  synth.top_cell.area_share: 0.293
  yosys_warnings: 1
  ys_seq_frac: 0
  yosys_area_sq_um: 299
  top_cells_by_area: "ha_1 29%, mux2i_1 10%, buf_6 7.5%"
  synthCells: 35
  ys_cells: 35
  synthDistinctLibCells: 18
  synth.avg_cell_area_sq_um: 8.54
  largest_area_cell: "ha_1"
  netlist_area_sq_um: 299
grt:
  first_global_vias: 348
  grt_pass1_wl_um: 1680
  grt_overflow: 0
  antenna_found_initial: 0
  grt_max_degree: 7
  track_usage: 0.0309
route:
  dr_wl_met3_um: 47
  drt_iter0_drc: 2
  wl_met1_um: 526
  routedWlPerCell_um: 9.89
  drt_pass1_iterations: 4
  highest_layer: "met3"
  avgViaCountPerCell: 3.27
  wl_met2_um: 434
  drc: 0
  ant_nets: 0
  totalWireLength_um: 1010
  diodes: 0
  num_vias: 334
worst_hold_path:
  min-delay-start: "x[0]"
  hold_path_class: "input port to primary output"
  holdPathEnd: "leds[1]"
  hold_depth: 4
die:
  die-area_sq_um: 6400
  die_h_um: 80
  coreArea_sq_um: 3420
  die-width_um: 80
  fp_util: 0.0875
  io_pins: 12
  rows: 21
placed_design:
  gp_congestion: 0.776
  postPlaceCellArea_sq_um: 547
  hpwl_um: 793
  post-place-cells: 101
  port_buffers: 12
clock_tree:
  hold_buffers: 0
run:
  maxCapViolations: 0
  warnings: 40
status:
  outcome: "complete, but fails checks"
  violations: "setup timing"
==> kinds of logic after synthesis <==
| logic type | after synthesis | share of synthesized area |
|---|---|---|
| adder cells (fa/ha/maj) | 7 | 0.293 |
| AND/OR/NAND/NOR | 11 | 0.201 |
| AND-OR/OR-AND | 7 | 0.218 |
| buffers and inverters | 5 | 0.113 |
| multiplexers | 5 | 0.176 |
==> through the flow <==
step	TNS (ps)	utilization	power [mW]	hold WS [ps]	worst slack, ps
CTS	-950	0.181	0.168	975	-201
global placement	-7000	0.160	0.152	1620	-1090
detailed placement	-6990	0.160	0.154	1640	-1110
floorplan	0	-	0.0632	568	8.08
finish	-860	0.181	0.167	970	-189
global route	-1170	0.181	0.185	1020	-230
==> layer usage <==
metal  up-vias  global-route usage
met5         -                   0
met4         0                   0
met3         0             0.00682
met2         6              0.0498
met1       152              0.0435
li1        176                   -
==> Yosys cell counts, types with 2 or more instances <==
master and n:
mux2i_1 3, nand2b_1 2, a32oi_1 2, a221o_1 2, ha_1 7, inv_1 3, buf_6 2, nor2b_1 2
nor2_1 2, mux2_1 2
==> cell type report <==
type | instances | share of cell area
inverters | 3 | 0.0384
multi-input cells | 30 | 0.549
well taps | 46 | 0.0929
repair buffers | 23 | 0.319
==> how the worst max path moves through the flow <==
| stage | start | end | slack (ps) | cells after the start |
|---|---|---|---|---|
| CTS | x[1] | leds[1] | -200 | 6 |
| global route | x[1] | leds[1] | -230 | 6 |
| finish | x[1] | leds[1] | -190 | 6 |
==> worst max-delay path, cell delays in order <==
cell and delay (ps):
buf_12 110, inv_8 70, ha_4 190, or2_4 230, a311o_1 260, buf_2 120
==> power by group through the flow <==
stage	sequential, mW	clock (mW)	combinational (mW)
4_1_cts	0	0	0.168
5_1_grt	0	0	0.185
6_report	0	0	0.167
==> timing repair <==
item / CTS / global route
pin swaps: 7 / 2
setup buffers: 1 / 0
resized: 64 / 0
setup endpoints to repair: 7 / 7
Power and IR drop assume default switching activity.
